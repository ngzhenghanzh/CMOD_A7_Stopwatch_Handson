**/design/flow/run.sh**
```bash
#!/bin/bash
# OpenROAD 26Q1-2900-gdf79404cd8, Yosys 0.63+post, stock flow scripts
make -C /OpenROAD-flow-scripts/flow DESIGN_CONFIG=/design/flow/config.mk WORK_HOME=/design/flow/orfs finish
```
**/design/flow/config.mk**
```make
export PLATFORM = sky130hd
export DESIGN_NAME = timer
export DESIGN_NICKNAME = timer
export VERILOG_FILES = /design/flow/design.v
export SDC_FILE = /design/flow/constraint.sdc
export NUM_CORES = 4
export LEC_CHECK = 1
export CORE_AREA = 10 10 90 90
export DIE_AREA = 0 0 100 100
```
**/design/flow/constraint.sdc**
```tcl
current_design timer

set clk_period 1.5
set clk_io_pct 0.2

create_clock -name clk0 -period $clk_period [get_ports {clk1hz}]
create_clock -name clk1 -period $clk_period [get_ports {clk25hz}]

set non_clock_inputs [all_inputs -no_clocks]
set_input_delay [expr $clk_period * $clk_io_pct] -clock clk0 $non_clock_inputs
set_output_delay [expr $clk_period * $clk_io_pct] -clock clk0 [all_outputs]
```
**/design/flow/design.v**
```verilog
`timescale 1ns / 1ps
module timer(
    input rstn,
    input clk1hz,
    input clk25hz,
    output  [15:0] bcd_num,
    output buzzer,
    output LED1_blinkblink
);
reg [3:0] sec_unit_bcd_r,sec_deca_bcd_r,min_unit_bcd_r,min_deca_bcd_r;  
reg sec_unit_cout,sec_deca_cout,min_unit_cout;  
reg egg_done = 1'b0;
reg buzzer_1;
assign buzzer = buzzer_1;
reg LED1_on = 1'b0;
reg LED1_blinkblink_1;
assign LED1_blinkblink = LED1_blinkblink_1;
always @(posedge clk1hz or negedge rstn)begin
    if(!rstn)begin
        sec_unit_bcd_r <= 4'd0;  
        sec_unit_cout <= 1'b0;   
    end
    else begin
        if(sec_unit_bcd_r == 4'h9)begin
            sec_unit_cout <= 1'b1;   
            sec_unit_bcd_r <= 4'd0;  
        end
        else begin
            sec_unit_cout <= 1'b0;                       
            sec_unit_bcd_r <= sec_unit_bcd_r + 1'b1;  
        end
    end
end
always @(posedge sec_unit_cout or negedge rstn)begin
    if(!rstn)begin
        sec_deca_bcd_r <= 4'd0;
        sec_deca_cout <= 1'b0;
    end
    else begin
        if(sec_deca_bcd_r == 4'h5)begin
            sec_deca_cout <= 1'b1;
            sec_deca_bcd_r <= 4'd0;
        end
        else begin
            sec_deca_cout <= 1'b0;
            sec_deca_bcd_r <= sec_deca_bcd_r + 1'b1;
        end
    end
end
always @(posedge sec_deca_cout or negedge rstn)begin
    if(!rstn)begin
        min_unit_bcd_r <= 4'd0;
        min_unit_cout <= 1'b0;
    end
    else begin
        if(min_unit_bcd_r == 4'h9)begin
            min_unit_cout <= 1'b1;
            min_unit_bcd_r <= 4'd0;
        end
        else begin
            min_unit_cout <= 1'b0;
            min_unit_bcd_r <= min_unit_bcd_r + 1'b1;
        end
    end
end
always @(posedge min_unit_cout or negedge rstn)begin
    if(!rstn)begin
        min_deca_bcd_r <= 4'd0;
    end
    else begin
        if(min_deca_bcd_r == 4'h5)begin 
            min_deca_bcd_r <= 4'd0;
        end
        else begin
            min_deca_bcd_r <= min_deca_bcd_r + 1'b1;
        end
    end
end
always @(posedge clk1hz or negedge rstn)begin
    if(!rstn)begin
        egg_done <= 1'b0;
        LED1_on <= 1'b0;
    end
    else begin
        if((sec_unit_bcd_r == 4'h0)&&(sec_deca_bcd_r == 4'h1)&&(min_unit_bcd_r == 4'h0)&&(min_deca_bcd_r == 4'h0))begin  
            egg_done <= 1'b1;
            LED1_on <= 1'b1;
        end
        else begin
            egg_done <= 1'b0;
        end
    end
end
always @(negedge clk1hz or negedge rstn) begin
    if(!rstn) begin
        buzzer_1 <= 1'b0;  
    end
    else begin
        if (egg_done) begin
            buzzer_1 <= 1'b1;  
        end
        else begin
            buzzer_1 <= 1'b0;
        end
    end
end
always @(negedge clk25hz or negedge rstn) begin
    if(!rstn) begin
        LED1_blinkblink_1 <= 1'b0;  
    end
    else begin
        if (LED1_on) begin
            LED1_blinkblink_1 <= 1'b1;  
            LED1_blinkblink_1 <= ~LED1_blinkblink_1;  
        end
        else begin
            LED1_blinkblink_1 <= 1'b0;
        end
    end
end     
assign  bcd_num[15:12]  = min_deca_bcd_r;
assign  bcd_num[11:8]   = min_unit_bcd_r;
assign  bcd_num[7:4]    = sec_deca_bcd_r;
assign  bcd_num[3:0]    = sec_unit_bcd_r;
endmodule
```
==> notes.md <==
impl run done, here's what came out: first-pass GRT wire length=about 3400 um, Placer Congestion=a little over 0.8, Finish-stage setup viols=3, NetSw=99.0 uW, failing checks=setup timing, Switching Fraction=about a fifth, YS warnings=1, Worst-path clk slew=about 0.04 ns, Core Region=roughly 0.0063 mm^2, Hold WS=slightly above 0.5 ns, most common library cells after synthesis=21 x dfrtp_1, 10 x o21ai_0, 8 x inv_1, cell taking the most area after synthesis=dfrtp_1, Hold Path Class=reg2reg, buffers added on ports=19, RSZ-0062 raised after global routing=true, Post-synth top flop=dfrtp_1, share of cells above drive strength 1=13.7%, Synth area leaders=dfrtp_1 59%, dfrtn_1 5.6%, o21ai_0 5.6%, Top cell area share=just under 60%, worst-margin pin slew=~0.3 ns, total number of vias=613, ANT cells=0, Synth Instances=approximately 75, chip area=approximately 0.010 mm^2, DR pass1 iterations=4, final worst slack=-0.248 ns, CP Launch Point=buzzer_1$_DFF_NN0_, Total GRT Usage=under 10%, PD cells=between 400 and 500 mW/mm^2, slowest CP cell=dfrtn_1, CP required=1.20 ns, Post-synth EDFFs=0, largest net degree at the start of global routing=22, CP Launch Type=flip-flop, aggregate global routing overflow=0, critical path class=reg2out, status=finished with violations, Clock Skew=~0.022 ns, overall power=around 530 uW, die height=approximately 100 um, CTS tree=built, Comb pwr share=~3.0%, initial antenna violation count=0, Worst setup EP type=output pin, met3 routed WL=between 200 and 250 um, # fillers=about 670, final core utilization=between 10% and 20%, leak pwr=slightly above 0.0005 uW, CP delay by family, top=flip-flops, synthesized area per cell=11.8 um^2, Initial DRC Count=48, DRC violations left=0, final antenna-violating net count=0, hold path start=sec_unit_bcd_r[1]$_DFF_PN0_, DR WL met2=approximately 850 um, vias in the first global route=around 650, Root Buffer=clkbuf_8, VDD IR max=between 200 and 250 uV, Chip Area, Yosys=~890 um^2, Max FO, Critical Path=1, boundary pin count=21, most common cell in the synthesized netlist=dfrtp_1, cell count listed in synth_stat.txt=75, TritonCTS Buffers=3, Cell Area, Synth=888 um^2, DR top layer=met3, critical path arrival=approximately 1.5 ns, clock share of power=51.1%, wire per inst=11.0 um, relative slew slack=approximately four fifths, Crit Reg-Reg Startpoint=LED1_on$_DFFE_PN0P_, Synth flops=23, Cell Type Count=18, Pins Over Slew Limit=0, met1 WL=approximately 910 um, die width=roughly 100 um, Starting Density=14.2%, sequential share of power=between 40 and 50%, number of buffers and inverters on the critical path=1, # rows=29, H-tree depth=1, cell-internal power=roughly 430 uW, total of max-cap violations=0, post-detail-place hpwl=about 1500 um, tool warnings=29, endpoints left unconstrained=26, async set-reset flop share out of synthesis=100%, crit-path cells=buf_2, via/cell ratio=3.42, final hold viol count=0, Crit path largest cell delay=between 0.3 and 0.4 ns, Post-synth seq share=64.8%, Clock Tree Buf Depth=2, WL final=roughly 2000 um, register pins left without a clock=14, layout overhead on the synthesized area=40.0%
## state kept, by name, indices dropped and copies added (netlist names)
| name | cells |
|---|---|
| min_deca_bcd_r | 4 |
| min_unit_bcd_r | 4 |
| sec_deca_bcd_r | 4 |
| sec_unit_bcd_r | 4 |
| LED1_blinkblink_1 | 1 |
| LED1_on | 1 |
| buzzer_1 | 1 |
| egg_done | 1 |
| min_unit_cout | 1 |
| sec_deca_cout | 1 |
| sec_unit_cout | 1 |
## layer usage
layer	up-vias	GRT usage [%]
met1	289	5.70
met4	0	0.652
met2	15	5.57
li1	309	-
met5	-	0
met3	0	1.80
## cell families after synthesis
| kind of cell | synth area share, % |
|---|---|
| mux | 2.25 |
| simple gates | 16.3 |
| compound gates | 9.30 |
| flops | 64.8 |
| buf+inv | 3.38 |
| xor+xnor | 3.94 |
## through the flow
step | instances | worst slack (ns) | setup TNS (ns) | instance area, um^2
after floorplan | 75 | 0.0899 | 0 | 888
after global placement | 173 | -0.395 | -0.769 | 1190
after detailed placement | 173 | -0.404 | -0.775 | 1190
after CTS | 179 | -0.258 | -0.407 | 1240
after global routing | 179 | -0.281 | -0.499 | 1240
final | 179 | -0.248 | -0.386 | 1240
## worst paths after layout
| check | to | slack (ns) | depth (start not counted) |
|---|---|---|---|
| min in group clk1 | LED1_blinkblink_1$_DFF_NN0_ | 0.60 | 3 |
| setup / recovery | buzzer | -0.25 | 1 |
| hold / removal | sec_unit_cout$_DFF_PN0_ | 0.51 | 1 |
| setup reg to reg | LED1_blinkblink_1$_DFF_NN0_ | -0.12 | 1 |
| max in group asynchronous | LED1_blinkblink_1$_DFF_NN0_ | 0.18 | 1 |
| max in group clk1 | LED1_blinkblink_1$_DFF_NN0_ | -0.12 | 1 |
| min in group asynchronous | sec_unit_bcd_r[3]$_DFF_PN0_ | 0.53 | 2 |
| hold reg to reg | sec_unit_cout$_DFF_PN0_ | 0.51 | 1 |
## cell usage in the layout, fill, tap and decap left out
master           instances
xnor2_1                  4
a22o_1                   2
buf_2                    2
dfrtp_1                 18
inv_1                    8
nor2b_1                  3
mux2i_1                  2
nand2_1                  6
and4_1                   1
clkbuf_8                 3
clkbuf_1                 1
nor4_2                   1
buf_4                    4
nand3_1                  4
nand2b_1                 2
dfrtn_1                  2
dfrtp_2                  3
nor3_1                   2
a21o_1                   2
clkdlybuf4s50_1         17
or2_1                    1
nor4_1                   3
o21ai_0                 10
nor4b_2                  1
## cell type report
cell class                 instances  area [um^2]  area share (%)
timing repair buffer              23          210            16.9
tap                               77         96.3            7.75
clock buffer                       4         45.0            3.62
sequential                        23          579            46.6
multi-input combinational         44          283            22.7
inverter                           8         30.0            2.41
## power groups by stage
stage | registers (uW) | logic (uW) | clock network (uW)
CTS | 244 | 16.8 | 278
global route | 244 | 18.5 | 294
finish | 244 | 15.7 | 272
## repair_timing
action | CTS | global route
hold buffers | 0 | 0
setup buffers | 2 | 0
setup endpoints to repair | 3 | 6
pin swaps | 0 | 0
gates resized | 6 | 3
Power figures rest on the tool's default switching activity, not on a simulated workload.
